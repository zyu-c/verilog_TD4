==> flow/design.v <==
module alu(INA, INB, OUT, CF);
    input [3:0]INA;
    input [3:0]INB;
    output [3:0]OUT;
    output CF;
    assign {CF, OUT[3:0]} = INA + INB;
endmodule
module counter(CLK, RSTB, IN, LOAD, OUT);
    input CLK;
    input RSTB;
    input [3:0]IN;
    input LOAD;
    output reg [3:0]OUT;
    always @(posedge CLK or negedge RSTB)begin
        if(RSTB == 0)begin
            OUT <= 0;
        end else begin
            if(LOAD == 1)begin
                OUT <= OUT + 1;
            end else begin
                OUT <= IN;
            end
        end
    end
endmodule
module decoder(OP, CF, LOAD, SELECT);
    input [3:0]OP;
    input CF;
    output [3:0]LOAD;
    output [1:0]SELECT;
    wire a,b,c,d;
    assign a = ((~OP[0]) & CF);
    assign b = (~OP[2]);
    assign c = (~OP[3]);
    assign d = (~OP[2]) | (~OP[3]) | ((~OP[0]) & CF);
    assign SELECT[0] = OP[0] | OP[3];
    assign SELECT[1] = OP[1];
    assign LOAD[0] = OP[2] | OP[3];
    assign LOAD[1] = (~OP[2]) | OP[3];
    assign LOAD[2] = OP[2] | (~OP[3]);
    assign LOAD[3] = (~OP[2]) | (~OP[3]) | ((~OP[0]) & CF);
endmodule
module multiplexer(SELECT, CH0, CH1, CH2, CH3, OUT);
    input [1:0]SELECT;
    input [3:0]CH0;
    input [3:0]CH1;
    input [3:0]CH2;
    input [3:0]CH3;
    output reg [3:0]OUT;
    always @(*)begin
        case(SELECT)
            0: OUT = CH0;
            1: OUT = CH1;
            2: OUT = CH2;
            3: OUT = CH3;
        endcase
    end
endmodule
module register(CLK, RSTB, IN, LOAD, OUT);
    input CLK;
    input RSTB;
    input [3:0]IN;
    input LOAD;
    output reg [3:0]OUT;
    always @(posedge CLK or negedge RSTB)begin
        if(RSTB == 0)begin
            OUT <= 0;
        end else begin
            if(LOAD == 1)begin
                OUT <= OUT;
            end else begin
                OUT <= IN;
            end
        end
    end
endmodule
module rom(ADDRESS, OUT);
    input [3:0]ADDRESS;
    output reg [7:0]OUT;
    parameter MEM_0 = 8'b1011_0011;
    parameter MEM_1 = 8'b1011_0110;
    parameter MEM_2 = 8'b1011_1100;
    parameter MEM_3 = 8'b1011_1000;
    parameter MEM_4 = 8'b1011_1000;
    parameter MEM_5 = 8'b1011_1100;
    parameter MEM_6 = 8'b1011_0110;
    parameter MEM_7 = 8'b1011_0011;
    parameter MEM_8 = 8'b1011_0001;
    parameter MEM_9 = 8'b1111_0000;
    parameter MEM_A = 8'b0000_0000;
    parameter MEM_B = 8'b0000_0000;
    parameter MEM_C = 8'b0000_0000;
    parameter MEM_D = 8'b0000_0000;
    parameter MEM_E = 8'b0000_0000;
    parameter MEM_F = 8'b0000_0000;
    always @(*) begin
        case(ADDRESS)
            8'h0: OUT <= MEM_0;
            8'h1: OUT <= MEM_1;
            8'h2: OUT <= MEM_2;
            8'h3: OUT <= MEM_3;
            8'h4: OUT <= MEM_4;
            8'h5: OUT <= MEM_5;
            8'h6: OUT <= MEM_6;
            8'h7: OUT <= MEM_7;
            8'h8: OUT <= MEM_8;
            8'h9: OUT <= MEM_9;
            8'ha: OUT <= MEM_A;
            8'hb: OUT <= MEM_B;
            8'hc: OUT <= MEM_C;
            8'hd: OUT <= MEM_D;
            8'he: OUT <= MEM_E;
            8'hf: OUT <= MEM_F;
        endcase
    end
endmodule
module td4(CLK, RSTB, OUT);
    input CLK, RSTB;
    output [3:0]OUT;
    wire [3:0]ADDRESS;
    wire [3:0]OP;
    wire [3:0]IM;
    wire [1:0]SELECT;
    wire [3:0]LOAD;
    wire [3:0]CH0;
    wire [3:0]CH1;
    wire [3:0]CH2;
    wire [3:0]CH3;
    wire [3:0]ALU_IN;
    wire [3:0]ALU_OUT;
    wire C;
    reg CF;
    assign OUT = CH2;
    assign CH3 = 0;
    rom rom0(.ADDRESS(ADDRESS), .OUT({OP[3:0], IM[3:0]}));
    register AREG(.CLK(CLK), .RSTB(RSTB), .IN(ALU_OUT), .LOAD(LOAD[0]), .OUT(CH0));
    register BREG(.CLK(CLK), .RSTB(RSTB), .IN(ALU_OUT), .LOAD(LOAD[1]), .OUT(CH1));
    register CREG(.CLK(CLK), .RSTB(RSTB), .IN(ALU_OUT), .LOAD(LOAD[2]), .OUT(CH2));
    counter PC(.CLK(CLK), .RSTB(RSTB), .IN(ALU_OUT), .LOAD(LOAD[3]), .OUT(ADDRESS));
    decoder decoder0(.OP(OP), .CF(CF), .LOAD(LOAD), .SELECT(SELECT));
    multiplexer mux0(.SELECT(SELECT), .CH0(CH0), .CH1(CH1), .CH2(CH2), .CH3(CH3), .OUT(ALU_IN));
    alu alu0(.INA(ALU_IN), .INB(IM), .OUT(ALU_OUT), .CF(C));
    always @(posedge CLK or negedge RSTB)begin
        if(RSTB == 0)begin
            CF <= 0;
        end else begin
            CF <= C;
        end
    end
endmodule
==> flow/run.sh <==
#!/bin/bash
# OpenROAD 26Q1-2900-gdf79404cd8, Yosys 0.63+post, stock flow scripts
make -C /OpenROAD-flow-scripts/flow DESIGN_CONFIG=/design/flow/config.mk WORK_HOME=/design/flow/orfs finish
==> flow/config.mk <==
export PLATFORM = sky130hd
export DESIGN_NAME = td4
export DESIGN_NICKNAME = td4
export VERILOG_FILES = /design/flow/design.v
export SDC_FILE = /design/flow/constraint.sdc
export NUM_CORES = 4
export LEC_CHECK = 1
export CORE_AREA = 10 10 78 78
export DIE_AREA = 0 0 88 88
==> flow/constraint.sdc <==
current_design td4

set clk_period 1.4
set clk_io_pct 0.2

create_clock -name clk0 -period $clk_period [get_ports {CLK}]

set non_clock_inputs [all_inputs -no_clocks]
set_input_delay [expr $clk_period * $clk_io_pct] -clock clk0 $non_clock_inputs
set_output_delay [expr $clk_period * $clk_io_pct] -clock clk0 [all_outputs]
==> run summary <==
yosys + openroad results -> Crit path largest cell delay=about 0.4 ns, Starting Density=0.186, final std cells w/o fill=154, sequential share of power=0.473, H-tree depth=1, final RePlAce weighted congestion=0.771, CTS tree=yes, Slew HR=0.786, DRT Wirelength=1.77 mm, Slowest-stage cell, CP=dfrtp_1, number of port buffers=5, Remaining Overflow, GRT=0, Hold WS=~0.34 ns, Worst Slack Setup Final=-0.609 ns, Starting DRT DRC Count=7, CTS clk-pin slew, worst paths=~0.050 ns, Sw Share=0.182, Int Power=0.600 mW, Core Area=4410 um2, register area share after synthesis=0.366, Overall Power=~0.73 mW, leakage=0.561 nW, cell taking the most area after synthesis=dfrtp_1, # rows=24, Longest Clk Path Bufs=2, # hold bufs at CTS=0, Crit Path Max Fanout=4, first-pass GRT wire length=about 3.0 mm, # Cells Yosys=between 70 and 80, Crit path max-delay family=adder cells, dpl ws=-0.650 ns, Die Size=slightly below 8000 um2, most numerous logic cell after layout=buf_4, Vias=635, total track usage=0.0467, Post-Syn Instances=approximately 76, Min Clock Period, post-route=2.01 ns, Setup Skew=between 0.0005 and 0.0006 ns, Area Growth Syn to Fin=54.5%, CTS Buf Count=3, Period Utilization, post-route=1.44, yosys synthesis warning count=5, type of the most critical hold path=input pin to async pin, Dominant cell area share=0.366, layout cells sized above 1=0.529, crit path kind=register to register, clock latency on the worst-skew pair=around 0.24 ns, area taken by flip-flops and latches=~300 um2, failing checks=setup timing, Setup TNS=-5.18 ns, Die Wd=88 um, Residual DRC=0, vias in the first global route=~680, CP endpoint kind=register, worst ir drop on vdd=between 0.0004 and 0.0005 V, Clk pwr share=0.511, Chip Area, Yosys=around 820 um2, 1st-pass router iterations=3, max-capacitance violation count=0, tool warning count=33, CP required=around 1.5 ns, Synth area leaders=dfrtp_1 37%, ha_1 15%, mux2_4 3.7%, DP HPWL=about 1.3 mm, Sinks on Clock Net=12, initial antenna violation count=0, status=finished, violations left, Startpoint Class=register, Combinational Power Share=0.015, f_max=about 500 MHz, Setup-failing EPs final=12, crit-path cells=inv_2 > ha_4 > or2_4 > buf_4 > fa_2 > xnor2_2 > mux2_4, Design Area, Final=between 1000 and 1500 um2, final hold vios=0, largest net degree at the start of global routing=13, Synth flops=12, Inst Count DP=147, CP bufs+invs=2, Worst EP arrival=roughly 2.1 ns, die height=88 um, Sw Pwr=around 0.13 mW, Worst-Margin Slew=0.319 ns, Post-Route Utilization=0.287, ant diodes=0, fin. max-slew vios=0, Yosys cell types=30, FILL cells=between 400 and 500, Cell Area, Synth=between 800 and 900 um2, Cell Pwr Density=579 nW/um2, unrepaired setup endpoints after global routing=true, Clock Root Buffer=clkbuf_8, post-route ant nets=0, Ports=6, syn avg cell area=around 11 um2, most frequent cells in the layout=18 x buf_4, 11 x dfrtp_1, 5 x ha_1, 5 x clkdlybuf4s50_1, logic area=between 600 and 700 um2, routed len/inst=roughly 12 um, Area after DPL=around 1100 um2, vias per inst=around 4
-- sequential cells by signal, indices dropped and copies added (netlist names) --
| name | cells |
|---|---|
| CREG.OUT | 4 |
| PC.OUT | 4 |
| AREG.OUT | 4 |
-- power groups by stage --
stage	clock (mW)	combinational, mW	sequential, mW
final	0.375	0.0110	0.347
after global routing	0.397	0.0124	0.347
after CTS	0.387	0.0117	0.347
-- kinds of logic (layout without fill, tap and decap cells) --
kind of cell	count (synthesis)	after routing	share of synthesized area
simple gates	19	19	0.144
compound gates	18	18	0.160
flops	12	12	0.366
fa+ha+maj	11	11	0.177
buf+inv	9	35	0.0550
mux	5	5	0.0763
xor+xnor	2	2	0.0214
-- timing repair --
| action | 4_1_cts | 5_1_grt |
|---|---|---|
| setup buffers | 3 | 0 |
| endpoints found under the hold margin | 0 | 0 |
| setup endpoints to repair | 12 | 12 |
| resized | 13 | 5 |
| pin swaps | 9 | 4 |
-- synthesized netlist by cell type --
cell	count
dfrtp_1	12
ha_1	10
inv_1	7
o21ai_0	5
nor2_1	4
nor2b_1	4
and2_1	3
o31ai_1	3
a21oi_1	2
mux2_2	2
mux2_4	2
nand2_1	2
o211ai_1	2
xnor2_1	2
a211oi_2	1
a21boi_0	1
and3b_1	1
buf_4	1
buf_6	1
fa_1	1
mux2i_1	1
nand2b_1	1
nand3b_1	1
nand4b_2	1
nor3b_1	1
o21a_4	1
o21ai_1	1
o21ba_2	1
o41ai_1	1
or2_2	1
-- final cells by class --
cell class	instances	area share
inverter	7	0.0208
clock buffer	4	0.0435
tap	52	0.0514
sequential	12	0.238
multi-input combinational	55	0.491
timing repair buffer	24	0.155
-- worst paths after layout --
check                       startpoint          end  slack, ns  cells after the start
max                          PC.OUT[1]  CREG.OUT[2]      -0.61                      7
min                               RSTB    PC.OUT[0]       0.34                      2
max reg2reg                  PC.OUT[1]  CREG.OUT[2]      -0.61                      7
min reg2reg                AREG.OUT[2]  AREG.OUT[2]       0.51                      1
max in group asynchronous         RSTB    PC.OUT[2]       0.90                      2
min in group clk0          AREG.OUT[2]  AREG.OUT[2]       0.51                      1
-- layer usage --
layer  track usage  vias up  wire (um)
met1        0.0621      314        858
met3        0.0131        2         57
met2        0.0761        3        838
met4       0.00580        0         18
met5             0        -          0
li1              -      316          -
Power and IR drop assume default switching activity.
